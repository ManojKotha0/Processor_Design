## flow/config.mk

```make
export PLATFORM = sky130hd
export DESIGN_NAME = ALU
export DESIGN_NICKNAME = ALU
export VERILOG_FILES = /design/flow/design.v
export SDC_FILE = /design/flow/constraint.sdc
export NUM_CORES = 4
export LEC_CHECK = 1
export CORE_UTILIZATION = 50
```

## flow/design.v

```verilog
module FullAdder (
    input a,
    input b,
    input cin,
    output sum,
    output cout
);
    wire w1, w2, w3;
    xor g1(w1, a, b);
    xor g2(sum, w1, cin);
    and g3(w2, a, b);
    and g4(w3, w1, cin);
    or  g5(cout, w2, w3);
endmodule
module OverflowDetector (
    input a_sign,
    input b_sign,
    input diff_sign,
    output overflow
);
    wire w1, w2;
    and g1(w1, ~a_sign, b_sign, diff_sign);
    and g2(w2, a_sign, ~b_sign, ~diff_sign);
    or g3(overflow, w1, w2);
endmodule
module adder_64bit (
    input [63:0] a,
    input [63:0] b,
    input cin,
    output [63:0] sum,
    output cout,
    output overflow
);
    wire [64:0] c;
    assign c[0] = cin;
    assign cout = c[64];
    xor(overflow, c[64], c[63]);
    genvar i;
    generate
        for (i = 0; i < 64; i = i + 1) begin : gen
            FullAdder fa (
                .a(a[i]),
                .b(b[i]),
                .cin(c[i]),
                .sum(sum[i]),
                .cout(c[i+1])
            );
        end
    endgenerate
endmodule
module Subtractor_64bit (
    input [63:0] a,
    input [63:0] b,
    input cin,
    output [63:0] diff,
    output cout,
    output overflow
);
    wire [64:0] c;
    assign c[0] = cin;
    assign cout = c[64];
    genvar i;
    generate
        for (i = 0; i < 64; i = i + 1) begin : gen
            FullAdder fs (
                .a(a[i]),
                .b(~b[i]),
                .cin(c[i]),
                .sum(diff[i]),
                .cout(c[i+1])
            );
        end
    endgenerate
    OverflowDetector ovf (
        .a_sign(a[63]),
        .b_sign(b[63]),
        .diff_sign(diff[63]),
        .overflow(overflow)
    );
endmodule
module And_64bit (
    input [63:0] a,
    input [63:0] b,
    output [63:0] result
);
    genvar i;
    generate
        for(i=0; i<64; i=i+1) begin: And_block
            and And_inst(result[i], a[i], b[i]);
        end
    endgenerate
endmodule
module Or_64bit (
    input [63:0] a,
    input [63:0] b,
    output [63:0] result
);
    genvar i;
    generate
        for(i=0; i<64; i=i+1) begin: Or_block
            or Or_inst(result[i], a[i], b[i]);
        end
    endgenerate
endmodule
module ALU (
    input [63:0] a,
    input [63:0] b,
    input [3:0] Alu_control,  
    output reg [63:0] result,
    output reg zero,   
    output reg overflow  
);
    wire [63:0] sum_result;
    wire sum_cout;
    wire sum_overflow;
    wire [63:0] diff_result;
    wire diff_cout;
    wire diff_overflow;
    wire [63:0] and_result;
    wire [63:0] or_result;
    adder_64bit adder (
        .a(a),
        .b(b),
        .cin(1'b0),  
        .sum(sum_result),
        .cout(sum_cout),
        .overflow(sum_overflow)
    );
    Subtractor_64bit subtractor (
        .a(a),
        .b(b),
        .cin(1'b1), 
        .diff(diff_result),
        .cout(diff_cout),
        .overflow(diff_overflow)
    );
    And_64bit and_gate (
        .a(a),
        .b(b),
        .result(and_result)
    );
    Or_64bit or_gate (
        .a(a),
        .b(b),
        .result(or_result)
    );
    always @(*) begin
        zero = 1'b0;  
        case (Alu_control)  
            4'b0010: begin 
                result = sum_result;
                overflow = sum_overflow;
            end
            4'b0110: begin 
                result = diff_result;
                overflow = diff_overflow;
                zero = (diff_result == 64'b0) ? 1'b1 : 1'b0; 
            end
            4'b0000: begin 
                result = and_result;
                overflow = 1'b0;
            end
            4'b0001: begin 
                result = or_result;
                overflow = 1'b0;
            end
            default: begin
                result = 64'b0;
                overflow = 1'b0;
                zero = 1'b0;
            end
        endcase
    end
endmodule
```

## flow/run.sh

```bash
#!/bin/bash
# OpenROAD 26Q1-2900-gdf79404cd8, Yosys 0.63+post, stock flow scripts
make -C /OpenROAD-flow-scripts/flow DESIGN_CONFIG=/design/flow/config.mk WORK_HOME=/design/flow/orfs finish
```

## flow/constraint.sdc

```tcl
current_design ALU

set clk_period 62.0
set clk_io_pct 0.2

create_clock -name clk0 -period $clk_period

set non_clock_inputs [all_inputs -no_clocks]
set_input_delay [expr $clk_period * $clk_io_pct] -clock clk0 $non_clock_inputs
set_output_delay [expr $clk_period * $clk_io_pct] -clock clk0 [all_outputs]
```

==> flow_summary.json <==
{
  "grt_setup_unrepaired": "false",
  "antenna-diode-count": 0,
  "nFillCells": 912,
  "finalSetupTns_ns": 0,
  "dieWidth_um": 113.1,
  "gr-total-overflow": 0,
  "gp_congestion": 0.9030,
  "io_pins": 198,
  "vias_in_the_first_global_route": 5541,
  "number_of_warnings_the_tools_reported": 162,
  "clock.fmax_mhz": 19.52,
  "cpMostUsedCell": "fa_1",
  "numPlacedInstances": 964,
  "ys_sh_simple_pct": 7.338,
  "power.share.combinational_pct": 100.0,
  "critical_path.top_delay_family": "adder cells",
  "detailed_place_hpwl_mm": 12.41,
  "fraction_of_synthesized_area_in_multiplexers_pct": 0.1622,
  "input_output_buffers": 198,
  "syn_inst": 640,
  "synth_xor_xnor_area_share_pct": 0.2838,
  "timing_worst_slew_pin_value_ns": 0.7670,
  "antenna_violations_before_repair": 0,
  "ys_cells": 640,
  "timing.critical_path.to_type": "primary output",
  "drt.antenna.violating_nets": 0,
  "post-route-min-period_ns": 51.24,
  "layout_worst_path_cycle_share_pct": 82.64,
  "first_iter_violations": 220,
  "layout_area_growth_over_synthesis_pct": 33.23,
  "hold_viol": 0,
  "crit_path_start_kind": "input port",
  "remaining_drc_errors": 0,
  "syn_avg_cell_area_sq_um": 9.644,
  "maximum_number_of_pins_on_one_net_before_global_route_repair": 64,
  "timing.final.setup_violations": 0,
  "post-place-ws_ns": 10.89,
  "postLayoutSetupSlackWorst_ns": 10.76,
  "share_clk_of_total_power_pct": 0,
  "synth_logic_family": "adder cells",
  "path_buffers": 5,
  "max_slew_margin_pct": 48.87,
  "floorplan.rows": 40,
  "synthesis.area_sq_um": 6172,
  "layout-drive-gt1-share_pct": 1.346,
  "fp.coreArea_sq_um": 12010,
  "ys_chip_area_sq_um": 6172,
  "wire_length_of_the_first_global_routing_pass_mm": 25.42,
  "worst_hold_slack_ns": 25.94,
  "stage_delay_of_the_slowest_cell_on_the_critical_path_ns": 0.57,
  "layout.area.seq_sq_um": 0,
  "yosys.area_share.aoi_pct": 14.58,
  "multi_input_gate_area_in_the_final_layout_sq_um": 5524,
  "ys_types": 31,
  "hp-class": "in -> out",
  "cts_resized": 0,
  "seqPwrFrac_pct": 0,
  "crit_arrival_ns": 38.84,
  "critical-path-slowest-cell": "clkdlybuf4s50_1",
  "routedWlPerCell_um": 15.63,
  "cap_viol_max_count": 0,
  "slew_viol_final": 0,
  "drt-pass1-iter-count": 4,
  "drt-vias-per-instance": 5.273,
  "track_usage_pct": 26.35,
  "chip_area_sq_um": 12790,
  "n_sequential_cell": 0,
  "ys.warnings.count": 1,
  "total_switching_power_uw": 26.27,
  "ys_seq_share_pct": 0,
  "postCtsSetupRepairBufs": 0,
  "worst-setup-path-type": "in -> out",
  "instances_no_fill": 964,
  "floorplan.die.height_um": 113.1,
  "totalWireLength_mm": 15.07,
  "yosys.area_share.adder_pct": 67.10,
  "floorplan.initialDensity_pct": 51.39,
  "pwr_density_cell_nw_per_um2": 6.659,
  "leakage_nw": 3.823,
  "final_core_util_pct": 68.46,
  "power.share.switching_pct": 47.99,
  "critPathMaxFanout": 2,
  "ctsHoldBuffers": 0,
  "outcome": "finished clean",
  "cp_data_required_time_ns": 49.60,
  "p_int_uw": 28.47,
  "detailroute.via_count": 5083,
  "maximum_vdd_ir_drop_v": 0.000004014,
  "nClkBuffers": 0
}
-- synth_stat cells --
master / instances / area share (%)
o22ai_2: 1 / 0.20
nand3b_1: 1 / 0.12
ha_1: 131 / 27
buf_4: 1 / 0.12
or4b_1: 1 / 0.16
a221o_1: 3 / 0.49
clkbuf_1: 17 / 1.0
inv_1: 132 / 8.0
nor2_2: 1 / 0.10
nand4_1: 3 / 0.30
nor2_1: 59 / 3.6
nand2_1: 4 / 0.24
nor2b_1: 1 / 0.10
mux2i_1: 1 / 0.16
a221oi_1: 59 / 8.4
nor3_1: 4 / 0.32
nor4_4: 1 / 0.34
o21ai_1: 6 / 0.49
xnor2_1: 2 / 0.28
buf_6: 7 / 1.3
and4bb_2: 1 / 0.20
o22ai_1: 3 / 0.30
and2_1: 1 / 0.10
buf_2: 1 / 0.081
nand3_1: 1 / 0.081
nor4_1: 15 / 1.5
a211o_1: 1 / 0.14
and4_1: 1 / 0.14
a22oi_1: 1 / 0.12
o21ai_0: 55 / 4.5
fa_1: 125 / 41
-- path summary, 6_finish.rpt --
check             slack [ns]      startpoint  cells after the start         to
hold / removal         25.94  Alu_control[3]                      3  result[0]
setup / recovery       10.76            a[0]                     72       zero
-- final cells by class --
class | count | share of cell area (%)
Timing Repair Buffer | 203 | 24.56
Inverter | 132 | 6.026
Tap cell | 147 | 2.237
Multi-Input combinational cell | 482 | 67.18
-- stage by stage --
step / power (mW) / instance area, sq um
final: 0.05475 / 8223
after global routing: 0.06272 / 8223
after CTS: 0.05526 / 8223
after detailed placement: 0.05490 / 8223
after floorplan: 0.02784 / 6172
after global placement: 0.05413 / 8223
-- cells by family after synthesis --
group	count (synthesis)
multiplexers	1
buffers and inverters	158
AND/OR/NAND/NOR	94
adder cells (fa/ha/maj)	256
XOR/XNOR	2
AND-OR/OR-AND	129
-- layout by cell type (no fill, tap or decap) --
cell type,n
o22ai_1,3
and2_1,1
nand2_2,1
nand2_1,3
o21ai_1,6
or4b_2,1
nor2b_1,1
mux2i_1,1
buf_4,5
nor4_4,1
nand3b_1,1
a22oi_1,1
and4bb_2,1
nor3_1,4
a221oi_1,59
fa_1,125
inv_1,132
xnor2_1,2
ha_1,131
and4_1,1
nor2_1,59
nor2_2,1
clkdlybuf4s50_1,198
nand4_1,3
a221o_1,3
nand3_1,1
nor4_1,15
o22ai_2,1
o21ai_0,55
a211o_1,1
-- power by group through the flow --
| stage | clock network (mW) | registers [mW] | logic (mW) |
|---|---|---|---|
| after CTS | 0 | 0 | 0.0553 |
| final | 0 | 0 | 0.0548 |
| after global routing | 0 | 0 | 0.0627 |
-- worst min-delay path: cells and delay by family --
family	cells	cell delay, ns
AOI/OAI and AO/OA	1	0.14
buffers and inverters	2	1.00
-- per-layer routing --
metal	GRT usage [%]	share of wire (%)	routed length, um	vias up
li1	-	-	-	2448
met1	38.75	43	6479	2434
met2	42.04	47	7099	197
met3	9.607	9.5	1437	4
met4	0.7018	0.33	49	0
met5	0	0	0	-
Power figures rest on the tool's default switching activity, not on a simulated workload.
