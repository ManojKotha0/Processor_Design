--- ./design.v ---
module register_file (
    input wire [4:0] read_reg1,      
    input wire [4:0] read_reg2,      
    output wire [63:0] read_data1,   
    output wire [63:0] read_data2    
);
    reg signed [63:0] registers [31:0];
        initial begin   
    registers[0]  = 64'd0;
      registers[1]  = 64'd5; 
      registers[2]  = 64'd2;  
      registers[3]  = 64'd0; 
      registers[4]  = 64'd1; 
      registers[5]  = 64'd0; 
      registers[6]  = 64'd0;
      registers[7]  = 64'd1;
      registers[8]  = 64'd0;
      registers[9]  = 64'd9;
      registers[10] = 64'd10;
      registers[11] = 64'd0;
      registers[12] = 64'd0;
      registers[13] = 64'd0;
      registers[14] = 64'd0;
      registers[15] = 64'd0;
      registers[16] = 64'd0;
      registers[17] = 64'd0;
      registers[18] = 64'd0;
      registers[19] = 64'd0;
      registers[20] = 64'd0;
      registers[21] = 64'd0;
      registers[22] = 64'd0;
      registers[23] = 64'd0;
      registers[24] = 64'd0;
      registers[25] = 64'd0;
      registers[26] = 64'd0;
      registers[27] = 64'd0;
      registers[28] = 64'd0;
      registers[29] = 64'd0;
      registers[30] = 64'd0;
      registers[31] = 64'd0;
        end 
        assign read_data1 = registers[read_reg1];  
        assign read_data2 = registers[read_reg2];  
endmodule
--- ./run.sh ---
#!/bin/bash
# OpenROAD 26Q1-2900-gdf79404cd8, Yosys 0.63+post, stock flow scripts
make -C /OpenROAD-flow-scripts/flow DESIGN_CONFIG=/design/flow/config.mk WORK_HOME=/design/flow/orfs finish
--- ./config.mk ---
export PLATFORM = sky130hd
export DESIGN_NAME = register_file
export DESIGN_NICKNAME = register_file
export VERILOG_FILES = /design/flow/design.v
export SDC_FILE = /design/flow/constraint.sdc
export NUM_CORES = 4
export LEC_CHECK = 1
export CORE_AREA = 10 10 70 70
export DIE_AREA = 0 0 80 80
--- ./constraint.sdc ---
current_design register_file

set clk_period 1.0
set clk_io_pct 0.2

create_clock -name clk0 -period $clk_period

set non_clock_inputs [all_inputs -no_clocks]
set_input_delay [expr $clk_period * $clk_io_pct] -clock clk0 $non_clock_inputs
set_output_delay [expr $clk_period * $clk_io_pct] -clock clk0 [all_outputs]
==> impl_metrics.ini <==
; implementation run metrics
[power_and_ir_drop]
pwr_density_cell_nw_per_um2 = 171
p_leak_nw = 0.564
vdd_ir_drop_max_mv = 0.0350

[sta]
period_used_pct = 109
holdWs_ps = 677
clock.fmax_ghz = 0.915
hold_viol = 0
rsz0062_at_grt = yes
setup_viol_count_final = 5
slew_viol_final = 0
final.setup.worst_slack_ps = -92.6
min_period_ps = 1090

[floorplanning]
design.core.area_um2 = 3420
die-area_um2 = 6400
fp.dieW_um = 80
rows = 21
die_h_um = 80
io_pins = 138
fp_util_pct = 31.5

[min_path]
hp-class = input port to output pin

[place]
place_area_um2 = 867
gp_congestion = 0.782
portBuffers = 18
placed_cells = 205
dp_hpwl_um = 2090
post-place-ws_ps = -1040

[critical_path]
cp.required_ps = 800
worst-setup-path-type = input port to output pin
cp-end-kind = output pin
critPathTopFamily = adder cells
worst-path-buf-inv = 3
path_cells = buf_8 -> inv_4 -> ha_4 -> nand3b_1 -> a21oi_1 -> buf_2
cp_slowest_cell = ha_4
slowest_delay_ps = 260
cp_max_fo = 2
worst_ep_arrival_time_ps = 890
startpoint_type = input port

[detailed_routing]
viasPerCell = 2.57
first_iter_violations = 1
firstDrtPassIters = 2
m1WireLength_um = 839
finalWirelength_um = 2200
drc_errors = 0
antenna_left = 0
top_layer_used = met3
wire_per_inst_um = 10.7
diodes = 0
dr_wl_met2_um = 1030
dr_total_vias = 527
dr_wl_met3_um = 335

[outcome]
status = finished, violations left
violations = negative setup slack

[logic_synthesis]
ys_types = 10
yosys_warnings = 1
common_cells = 120 x buf_4, 4 x ha_1, 4 x inv_1
yosys_area_um2 = 1080
area_leaders = buf_4 84%, ha_1 4.7%, nor4b_2 4.2%, inv_1 1.4%, nand3b_1 1.4%
avgSynthCellArea_um2 = 7.63
most_common_cell = buf_4
mappedNetlistArea_um2 = 1080
syn_inst = 141
top_area_cell = buf_4
ys_cells = 141
yosysSeqAreaShare_pct = 0
yosys.area.top_type_share_pct = 83.7

[finish]
clkbuf_count = 0
fin_area_um2 = 900
area_growth_pct = -16.4
fin_cells = 205
seq_cells = 0
drive_above_1_share_pct = 19.5
regArea_um2 = 0

[global_route]
grt_max_degree = 6
grt_overflow = 0
grt_pass1_wl_um = 2870
antenna_found_initial = 0
grt_pass1_vias = 623
grt_usage_pct = 5.10

[cts]
cts_setup_buffers = 0
cts_hold_buf = 0

[flow_run]
tool_warnings = 36
drv_cap = 0
==> metrics by stage <==
| stage | TNS (ps) | utilization [%] | power, W |
|---|---|---|---|
| final | -294 | 26.3 | 0.000154 |
| after global routing | -570 | 26.3 | 0.000196 |
| after CTS | -298 | 26.6 | 0.000166 |
| after detailed placement | -6910 | 25.4 | 0.000151 |
| after global placement | -6890 | 25.4 | 0.000152 |
| after floorplan | 0 | - | 0.000362 |
==> per-layer routing <==
metal | GRT usage (%) | vias up
li1 | - | 233
met5 | 0 | -
met2 | 9.15 | 74
met1 | 5.80 | 220
met4 | 0 | 0
met3 | 2.16 | 0
==> area by class of cell <==
type | instances | area, um2
fill | 388 | 2520
inverter | 4 | 22.5
timing repair buffer | 19 | 138
tap | 46 | 57.6
multi-input combinational | 136 | 682
==> power by group <==
group	internal, W	switching, W	leakage, nW
clock network	0	0	0
registers	0	0	0
logic	0.0000710	0.0000828	0.564
total	0.0000710	0.0000828	0.564
==> placed cells by master, fill, tap and decap left out, types with 3 or more instances in the layout <==
cell type and n:
conb_1 120, inv_4 3, buf_8 3, ha_4 4
buf_2 10, clkbuf_2 3, nor4b_2 3
==> kinds of logic (layout without fill, tap and decap cells) <==
kind of cell,count (synthesis),after routing,synth area share (%)
fa+ha+maj,4,4,4.65
simple gates,10,10,8.95
buf+inv,124,23,85.1
other cells,1,120,0.349
compound gates,2,2,0.930
==> repair_timing <==
item	CTS	global route
gates resized	79	6
pin swaps	6	1
endpoints found under the setup margin	8	8
endpoints found under the hold margin	0	0
==> path summary, 6_finish.rpt <==
check	start	endpoint	slack (ps)	depth (start not counted)
min	read_reg1[4]	read_data1[1]	680	3
max	read_reg2[0]	read_data2[0]	-90	6
Power figures rest on the tool's default switching activity, not on a simulated workload.
