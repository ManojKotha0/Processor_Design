### ./design.v
module Cla64bit (
    input [63:0] A, B,  
    output [63:0] Sum,
    output overflow   
);
    wire [63:0] G, P;
    wire [64:0] C;
    genvar i;
    generate
        for (i = 0; i < 64; i = i + 1) begin
            and(G[i], A[i], B[i]); 
            xor(P[i], A[i], B[i]);
        end
    endgenerate
    assign C[0] = 1'b0;
    generate
        for (i = 0; i <= 63; i = i + 1) begin
            wire temp;
            and(temp, P[i], C[i]);
            or(C[i+1], G[i], temp); 
        end
    endgenerate
    xor (overflow,C[64],C[63]);
    generate
        for (i = 0; i < 64; i = i + 1) begin : sum_logic
            xor(Sum[i], P[i], C[i]);
        end
    endgenerate
endmodule
module instruction_memory (
    input [63:0] PC,     
    output reg [31:0] instruction
);
reg [7:0] memory [0:1023];
initial begin
    memory[0] = 8'h63;
    memory[1] = 8'h8F;
    memory[2] = 8'h51;
    memory[3] = 8'h00;
    memory[4] = 8'hB3;
    memory[5] = 8'h81;
    memory[6] = 8'h20;
    memory[7] = 8'h00;
    memory[8] = 8'hB3;
    memory[9] = 8'h82;
    memory[10] = 8'h41;
    memory[11] = 8'h00;
    memory[12] = 8'h7F;
    memory[13] = 8'h00;
    memory[14] = 8'h00;
    memory[15] = 8'h00;
    memory[60] = 8'h33;
    memory[61] = 8'h85;
    memory[62] = 8'hA4;
    memory[63] = 8'h40;
    memory[64] = 8'h00;
    memory[65] = 8'h00;
    memory[66] = 8'h00;
    memory[67] = 8'h00;
    memory[68] = 8'h00;
    memory[69] = 8'h00;
    memory[70] = 8'h00;
    memory[71] = 8'h00;
    memory[72] = 8'h00;
    memory[73] = 8'h00;
    memory[74] = 8'h00;
    memory[75] = 8'h00;
    memory[76] = 8'h7F;
    memory[77] = 8'h00;
    memory[78] = 8'h00;
    memory[79] = 8'h00;
end
wire [63:0] A1,A2,A3;
wire overflow1,overflow2,overflow3;
Cla64bit add1(
    .A(PC),
    .B(64'd1),
    .Sum(A1),
    .overflow(overflow1)
);
Cla64bit add2(
    .A(PC),
    .B(64'd2),
    .Sum(A2),
    .overflow(overflow2)
);
Cla64bit add3(
    .A(PC),
    .B(64'd3),
    .Sum(A3),
    .overflow(overflow3)
);
always @(*) begin
    instruction = {memory[A3], memory[A2], memory[A1], memory[PC]};
end
endmodule
### ./run.sh
#!/bin/bash
# OpenROAD 26Q1-2900-gdf79404cd8, Yosys 0.63+post, stock flow scripts
make -C /OpenROAD-flow-scripts/flow DESIGN_CONFIG=/design/flow/config.mk WORK_HOME=/design/flow/orfs finish
### ./config.mk
export PLATFORM = sky130hd
export DESIGN_NAME = instruction_memory
export DESIGN_NICKNAME = instruction_memory
export VERILOG_FILES = /design/flow/design.v
export SDC_FILE = /design/flow/constraint.sdc
export NUM_CORES = 4
export LEC_CHECK = 1
export CORE_AREA = 10 10 101 101
export DIE_AREA = 0 0 111 111
export SYNTH_MEMORY_MAX_BITS = 65536
### ./constraint.sdc
current_design instruction_memory

set clk_period 2.6
set clk_io_pct 0.2

create_clock -name clk0 -period $clk_period

set non_clock_inputs [all_inputs -no_clocks]
set_input_delay [expr $clk_period * $clk_io_pct] -clock clk0 $non_clock_inputs
set_output_delay [expr $clk_period * $clk_io_pct] -clock clk0 [all_outputs]
==> run notes <==
Flow results are below.

- In this run the full chip footprint comes out at 12300 um^2.
- The area of the mapped netlist is between 1000 and 1500 um^2, for reference.
- The count of nets left with antenna violations after detail routing is 0, for reference.
- The most common logic cell in the final layout is sky130_fd_sc_hd__buf_4.
- After synthesis, the design contains 194 cells according to Yosys.
- The detailed router finished its first iteration with 58 violations.
- The placement report lists the number of port buffers as 39.
- Per the cell usage report, the commonest logic cells after layout are 73 x sky130_fd_sc_hd__buf_4, 22 x sky130_fd_sc_hd__buf_6, 17 x sky130_fd_sc_hd__buf_2.
- According to the floorplan report, the die height is 111 um.
- The slew of the pin with the lowest slew margin is ~0.34 ns, for reference.
- The number of global-route vias before repair is 1899, for reference.
- After synthesis, the share of cell area in mux cells is 9.36%.
- The number of max-capacitance violations reported is 0, for reference.
- The HPWL after detailed placement is between 4000 and 5000 um, for reference.
- The final global-route overflow total is 0, for reference.
- After detailed routing, the average wire length per cell comes to 14.2 um.
- The worst setup path is launched from an input pin.
- The clock buffer count in the final layout is 0, for reference.
- Total global-route track usage over all layers is between 9 and 10%.
- In this run the worst setup path begins at PC[1].
- For this run, the number of standard cells in the final layout without fillers is 415.
- The die outline width is 111 um, for reference.
- After technology mapping, the gate count stands at between 150 and 200.
- The instance count after placement with tap cells included is 374, for reference.
- The iteration count recorded for the first detailed-route pass is 4.
- The OpenROAD report gives the critical path a required time of 2.08 ns.
- Summing over the stages, the warning tally comes to 103.
- The chip area line in the Yosys stat output reads ~1300 um^2.
- The worst voltage drop across the vdd grid is 72.7 uV, for reference.
- The prevailing logic family in the synthesized netlist is AND-OR/OR-AND gates, for reference.
- For reference, simple AND, OR, NAND and NOR cells occupy 20.1% of the area reported after synthesis.
- The final reports fail on negative setup slack.
- Per Yosys stat, the portion of area used by sequential elements is 0%.
- The placeable core region is 8130 um^2, for reference.
- The distinct cell type count after synthesis is ~45, for reference.
- The final layout report lists a filler cell count of 768.
- The worst path in the final design needs a cycle of between 2 and 3 ns, including I/O delays and setup.
- The number of remaining DRC errors is 0, for reference.
- For reference, the top cells by area after synthesis are sky130_fd_sc_hd__ha_1 20%, sky130_fd_sc_hd__o21ai_0 9.5%, sky130_fd_sc_hd__mux2i_1 6.8%.
- The initial antenna violation count is 0, for reference.
- There are 0 flip-flops and latches.
- The final weighted congestion of routability-driven global placement is 0.864, for reference.
- The worst hold path belongs to the class in2out.
- The effective utilization at floorplan is 16.3%, for reference.
- Row generation in the floorplan step produced 33 rows.
- The flow ran to the end, but the final reports show violations.
- The final timing report lists a max-slew violation count of 0.
- Per the slew report, the remaining headroom to the max-slew limit stands at 77.2%.
- The final standard cell utilization of the core is 35.9%, for reference.
- At the worst endpoint, the arrival time is approximately 2.4 ns.
- Across the whole layout, storage elements account for 0 um^2.
- The power density of the placed cells is approximately 200 nW/um^2, for reference.
- The global-route wire length before repair is roughly 9600 um, for reference.
- The share of the synthesized area in the top cell type is 19.8%, for reference.
- The detailed router reported a total wirelength of 5910 um.
- In the final report, the number of endpoints failing setup comes to 21.
- The Yosys warning count is 1, for reference.
- Setup repair after global routing could not meet its margin everywhere.
- The cell type with the largest total area is sky130_fd_sc_hd__ha_1, for reference.
- The final worst-path cycle share is 110%, for reference.
- The worst setup path is captured at an output pin.
- The launch point of the worst hold path is PC[1], for reference.
- In this run, the synthesized area fraction spent on AND-OR/OR-AND gates is recorded as 33.0%.
- The relative area change from synthesis to final layout is 120%, for reference.
- The largest net degree at the start of global routing is 13, for reference.
- Summing all multi-input logic gate instances after layout gives 1650 um^2.
- The total inserted antenna cells is 0, for reference.
- In this run the count of I/O pins placed on the die edge is between 90 and 100.
- Per the timing report, the achievable frequency comes out to between 0.3 and 0.4 GHz.
- After Yosys synthesis, full adders, half adders and majority gates account for 19.8% of the synthesized area.
- The most critical setup path has its endpoint at instruction[24].
- The worst slack on hold paths is between 1.5 and 2 ns, for reference.
- The detailed router placed between 1500 and 2000 vias in this run.
- The worst setup path is of the in2out kind.
- The final worst-path setup slack is -0.267 ns, for reference.
- Averaged over all synthesized cells, the footprint is 6.82 um^2.
- In the final report, the number of hold violations comes to 0.
- The xor and xnor area share after synthesis is 6.43%, for reference.
- The detailed-route vias per instance is around 4.5, for reference.
- Max fanout on the critical path was recorded as 6.
- The analysis attributes to cell leakage a power of 1.36 nW.
- Cells with a size suffix above 1 make up 62.3% of the layout.
## metal layers
layer / part of all wire, % / GRT usage (%)
met1: 50 / 12.5
met2: 44 / 15.0
met3: 5.7 / 1.75
met4: 0.20 / 0.174
met5: 0 / 0
## critical path, stage by stage
cell and delay, ns:
sky130_fd_sc_hd__buf_8 0.11, sky130_fd_sc_hd__buf_6 0.11, sky130_fd_sc_hd__clkinvlp_4 0.08, sky130_fd_sc_hd__ha_4 0.15, sky130_fd_sc_hd__inv_4 0.04, sky130_fd_sc_hd__ha_4 0.15, sky130_fd_sc_hd__ha_4 0.14, sky130_fd_sc_hd__and2_4 0.13
sky130_fd_sc_hd__ha_4 0.24, sky130_fd_sc_hd__buf_6 0.13, sky130_fd_sc_hd__a21o_1 0.18, sky130_fd_sc_hd__a22oi_2 0.17, sky130_fd_sc_hd__o22ai_2 0.08, sky130_fd_sc_hd__buf_2 0.12
## worst min path at each step
stage,end,cells after the start
global route,instruction[0],6
finish,instruction[0],6
CTS,instruction[17],5
## where the power goes
| group | switching [mW] | total [mW] | internal [mW] |
|---|---|---|---|
| Sequential | 0 | 0 | 0 |
| Combinational | 0.260 | 0.575 | 0.315 |
| Clock | 0 | 0 | 0 |
| Total | 0.260 | 0.575 | 0.315 |
## repair_timing
| action | CTS | global route |
|---|---|---|
| buffers inserted | 33 | 9 |
| gates cloned | 1 | 0 |
| endpoints found under the setup margin | 32 | 30 |
| hold buffers | 0 | 0 |
| gates resized | 184 | 31 |
| pin swaps | 43 | 25 |
## kinds of logic (layout without fill, tap and decap cells)
logic type	Yosys count	in the layout
xor gates and xnor gates	8	9
and+or+nand+nor	55	55
adders and majority gates	21	21
muxes	11	11
buffers and inverters	30	145
AOI/OAI and AO/OA	69	69
## cell usage after synthesis (all sizes together) (4+ instances only)
master and n:
nand3 7, clkbuf 11, nor2 8, o21ai 25, and2 6, nand2b 4
mux2i 9, o211ai 4, buf 8, xor2 4, nand2 18, nor3 4
inv 10, ha 21, xnor2 4, a22oi 4, a21oi 14
## per-stage QoR
step                      area [um^2]  TNS [ns]  total power [mW]  setup slack (ns)
after global placement           2240    -29.19             0.436             -1.11
after CTS                        2800     -3.29             0.541            -0.288
final                            2920     -2.76             0.575            -0.267
after floorplan                  1440   -0.0208             0.216           -0.0160
after global routing             2920     -4.45             0.623            -0.337
after detailed placement         2240    -29.50             0.437             -1.13
## cell type report
cell class	count	area share [%]
multi-input combinational	165	56.6
timing repair buffer	134	36.9
tap	105	4.50
inverter	11	1.93
Power is estimated from default activity; no workload was simulated.
